`design.v`:
```
module Hex_Keypad_Grayhill_072(
    input [3:0] Row,
    input S_Row,
    input clock,
    input reset,
    output reg [3:0] Code,
    output Valid,
    output reg [3:0] Col
    );
    reg [5: 0] state, next_state;
    parameter S_0 = 6'b000001, S_1 = 6'b000010, S_2 = 6'b000100;
    parameter S_3 = 6'b001000, S_4 = 6'b010000, S_5 = 6'b100000;
    assign Valid = ((state == S_1) || (state == S_2) || (state == S_3) || (state == S_4)) && Row;
    always @ (Row or Col)
    case ({Row, Col})
        8'b0001_0001: Code = 0; 
        8'b0001_0010: Code = 1;
        8'b0001_0100: Code = 2; 
        8'b0001_1000: Code = 3;
        8'b0010_0001: Code = 4; 
        8'b0010_0010: Code = 5;
        8'b0010_0100: Code = 6;
        8'b0010_1000: Code = 7;
        8'b0100_0001: Code = 8;
        8'b0100_0010: Code = 9;
        8'b0100_0100: Code = 10;         
        8'b0100_1000: Code = 11;         
        8'b1000_0001: Code = 12;         
        8'b1000_0010: Code = 13;         
        8'b1000_0100: Code = 14;         
        8'b1000_1000: Code = 15;         
        default: Code = 0;                      
    endcase
    always @(posedge clock or posedge reset)
    if (reset) state <= S_0;
    else state <= next_state;
    always@ (state or S_Row or Row)                  
    begin next_state = state; Col = 0;
    case (state)
        S_0: begin Col = 15; if (S_Row) next_state =S_1; end
        S_1: begin Col = 1; if (Row) next_state = S_5; else next_state = S_2; end
        S_2: begin Col = 2; if (Row) next_state = S_5; else next_state = S_3; end
        S_3: begin Col = 4; if (Row) next_state = S_5; else next_state= S_4; end
        S_4: begin Col = 8; if (Row) next_state = S_5; else next_state = S_0; end
        S_5: begin Col = 15; if (Row ==0) next_state = S_0; end
    endcase
    end
endmodule
```
`run.sh`:
```
#!/bin/bash
# OpenROAD 26Q1-2900-gdf79404cd8, Yosys 0.63+post, stock flow scripts
make -C /OpenROAD-flow-scripts/flow DESIGN_CONFIG=/design/flow/config.mk WORK_HOME=/design/flow/orfs finish
```
`config.mk`:
```
export PLATFORM = sky130hd
export DESIGN_NAME = Hex_Keypad_Grayhill_072
export DESIGN_NICKNAME = Hex_Keypad_Grayhill_072
export VERILOG_FILES = /design/flow/design.v
export SDC_FILE = /design/flow/constraint.sdc
export NUM_CORES = 4
export LEC_CHECK = 1
export CORE_AREA = 10 10 70 70
export DIE_AREA = 0 0 80 80
```
`constraint.sdc`:
```
current_design Hex_Keypad_Grayhill_072

set clk_period 2.7
set clk_io_pct 0.2

create_clock -name clk0 -period $clk_period [get_ports {clock}]

set non_clock_inputs [all_inputs -no_clocks]
set_input_delay [expr $clk_period * $clk_io_pct] -clock clk0 $non_clock_inputs
set_output_delay [expr $clk_period * $clk_io_pct] -clock clk0 [all_outputs]
```
==> flow_summary.yaml <==
# generated from flow reports
critical_path:
  signal_arrival_time_at_the_worst_endpoint_ns: 2.03
  worst_setup_start_kind: "input port"
  timing.critical_path.to_type: "output pin"
  worstSetupPathType: "in -> out"
  critPathBufInv: 2
  cpLargestDelayFamily: "buffers and inverters"
  critical-path-slowest-cell: "sky130_fd_sc_hd__or4_1"
  cp.required_ns: 2.16
  crit_fanout: 5
  crit_chain: "dlygate4sd2_1 -> or4_1 -> nor3_2 -> clkdlybuf4s50_1"
  cpPeakStageDelay_ns: 0.55
global_route:
  overall_global_routing_usage_pct: 3.464
  globalRoute.totalOverflow: 0
  grt_max_degree: 9
  grt_antenna_before_repair: 0
  grt_pass1_vias: 404
  grt_pass1_wl_mm: 1.828
floorplan:
  core_rows: 21
  boundaryPins: 16
  fp.dieH_um: 80
  coreArea_mm2: 0.003416
  floorplan.die.width_um: 80
  die-area_mm2: 0.006400
  initial_utilization_pct: 11.83
power:
  power_density_mw_per_mm2: 378.8
  intPower_uw: 204.0
  power_frac_comb_pct: 28.9
  share_seq_of_total_power_pct: 38.8
  pwr-share-clk_pct: 32.3
  vdd_drop_max_uv: 73.75
  power_switching_share_pct: 25.15
  leakage_power_uw: 0.0003086
  design_power_total_uw: 272.5
  power.switching_uw: 68.54
synth:
  yosys_area_um2: 404.1
  post_synth_num_cell_types: 18
  topCellsByArea: "sky130_fd_sc_hd__dfrtp_1 (31%), sky130_fd_sc_hd__nor4b_1 (8.7%), sky130_fd_sc_hd__dfstp_2 (6.5%)"
  yosysWarningCount: 1
  synth-cells-yosys: 45
  largest_area_cell: "sky130_fd_sc_hd__dfrtp_1"
  syn-cell-area_um2: 404.1
  yosysSeqAreaShare_pct: 37.46
  mean_cell_area_of_the_mapped_netlist_um2: 8.981
  synth.ff_latch_count: 6
  syn-instance-count: 45
  top_cell_area_share_pct: 30.96
sta:
  final.min_clock_period_ns: 2.574
  hold_slack_ns: 0.5020
  finClkSkew_ns: 0.004775
  setup_total_negative_slack_ns: 0
  finalMaxSlewViolations: 0
  rsz0062_at_grt: "false"
  timing.final.hold_violations: 0
  relSlewSlack_pct: 70.37
  setup-violations-final: 0
  final_min_period_over_clock_period_pct: 95.34
  maxClockFrequency_mhz: 388.5
  worst_slew_pin_slew_ns: 0.4418
final_layout:
  largest_register: "state"
  layout-drive-gt1-share_pct: 26.47
  reg_top3: "state: 6 flops"
  number_of_flip_flops_in_the_largest_register: 6
  layout_top_cell: "sky130_fd_sc_hd__clkdlybuf4s50_1"
  layout-area-overhead-vs-synth_pct: 78.02
  final-comb-area_um2: 272.8
  final-seq-area_um2: 151.4
  final_layout_top_logic_cells: "sky130_fd_sc_hd__clkdlybuf4s50_1 (9), sky130_fd_sc_hd__buf_4 (7), sky130_fd_sc_hd__dfrtp_1 (5)"
  fillers: 382
  final_standard_cell_utilization_of_the_core_pct: 21.06
  stdcell_area_um2: 719.4
detailed_routing:
  vias: 419
  route.detailed.wl_per_inst_um: 10.39
  avgViaCountPerCell: 3.675
  diodes: 0
  first_pass_detailed_route_iteration_total: 4
  drt_drc_violations_left: 0
  drtIter0Drc: 20
  drt.antenna.violating_nets: 0
  detail_route.wirelength_mm: 1.185
outcome:
  outcome: "complete, no violations"
cts:
  cts_hold_repair.buffers: 0
  cts_num_sinks: 6
  cts_tree: "yes"
  cts_max_path_buffers: 2
  ctsRootBufferMaster: "sky130_fd_sc_hd__clkbuf_4"
  clock_insertion_delay_worst_skew_ns: 0.24
  post_cts.repair.setup_buffers: 0
  htree_levels: 1
  cts_buffers: 3
  clk_pin_slew_worst_paths_ns: 0.05
flow_run:
  log.warning_count: 25
  max_cap_violations: 0
min_path:
  class_of_the_most_critical_hold_timing_path: "in -> async"
place:
  port_buffers: 15
  dpl.hpwl_um: 947.6
  placedInstanceArea_um2: 649.4
  finalWeightedCongestion: 0.7365
## worst register-to-register path, stage by stage, from the launching register on
cell,delay [ns]
sky130_fd_sc_hd__dfrtp_1,0.46
sky130_fd_sc_hd__or4_1,0.56
sky130_fd_sc_hd__nor2_1,0.11
sky130_fd_sc_hd__nor2_1,0.05
## repair_timing
action,CTS,global route
setup endpoints to repair,4,2
cloned,0,0
resized,8,6
pin swaps,2,3
## metal layers
layer	vias to the layer above	wire length, um	GRT usage [%]	share of wire, %
met5	-	0	0	0
met4	0	27	1.056	2.3
met3	2	124	1.818	10
met2	16	580	5.538	49
met1	192	453	3.898	38
li1	209	-	-	-
## synthesized netlist by cell type (all sizes together)
master,number
o21ai,2
nor4,4
and2,4
or3,4
nor2,4
xor2,2
nor2b,1
dfrtp,5
a211oi,2
inv,2
nand2,1
xnor2,3
nor4b,4
nor3,1
or4,2
dfstp,1
buf,3
## through the flow
stage	cells	setup slack (ns)
floorplan	45	1.042
global placement	110	-0.07476
detailed placement	110	-0.1511
finish	114	0.1258
CTS	114	0.02856
global route	114	0.03005
## power by group through the flow
stage / logic (uW) / clock network [uW] / registers [uW]
final: 78.7 / 88.0 / 106
after CTS: 77.5 / 93.2 / 106
after global routing: 88.6 / 100 / 107
## final cells by class
cell class | count | share of cell area, %
tap | 46 | 8.000
inverter | 2 | 1.043
timing repair buffer | 22 | 28.35
multi-input combinational | 34 | 37.91
clock buffer | 4 | 3.652
sequential | 6 | 21.04
## final timing paths
check,slack [ns],from,endpoint,depth (start not counted)
min in group clk0,0.53,state[0],state[0],2
worst min-delay path,0.50,reset,state[2],2
max in group asynchronous,1.94,reset,state[0],2
worst max-delay path,0.13,Row[2],Code[2],4
worst max register to register,1.41,state[2],state[1],3
worst min register to register,0.53,state[0],state[0],2
## logic make-up (layout without fill, tap and decap cells)
group / count (synthesis) / after routing / synth area share, %
xor gates and xnor gates: 5 / 5 / 10.84
DFF: 6 / 6 / 37.46
AOI/OAI and AO/OA: 4 / 4 / 6.191
buffers and inverters: 5 / 28 / 5.572
and+or+nand+nor: 25 / 25 / 39.93
No activity file was given, so power comes from the tool's default toggle rates.
