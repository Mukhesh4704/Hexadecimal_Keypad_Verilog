[flow/design.v]
module Row_Signal(                                                 
    input [15:0] Key,
    input [3:0] Col,
    output reg [3:0] Row
    );
    always @(Key or Col) begin                                   
    Row[0] =  Key[0] && Col[0] || Key[1] && Col[1] || Key[2] && Col[2] || Key[3] && Col[3];
    Row[1] =  Key[4] && Col[0] || Key[5] && Col[1] || Key[6] && Col[2] || Key[7] && Col[3];
    Row[2] =  Key[8] && Col[0] || Key[9] && Col[1] || Key[10] && Col[2] || Key[11] && Col[3];
    Row[3] =  Key[12] && Col[0] || Key[13] && Col[1] || Key[14] && Col[2] || Key[15] && Col[3];
    end
endmodule
[flow/run.sh]
#!/bin/bash
# OpenROAD 26Q1-2900-gdf79404cd8, Yosys 0.63+post, stock flow scripts
make -C /OpenROAD-flow-scripts/flow DESIGN_CONFIG=/design/flow/config.mk WORK_HOME=/design/flow/orfs finish
[flow/config.mk]
export PLATFORM = sky130hd
export DESIGN_NAME = Row_Signal
export DESIGN_NICKNAME = Row_Signal
export VERILOG_FILES = /design/flow/design.v
export SDC_FILE = /design/flow/constraint.sdc
export NUM_CORES = 4
export LEC_CHECK = 1
export CORE_AREA = 10 10 70 70
export DIE_AREA = 0 0 80 80
[flow/constraint.sdc]
current_design Row_Signal

set clk_period 1.2
set clk_io_pct 0.2

create_clock -name clk0 -period $clk_period

set non_clock_inputs [all_inputs -no_clocks]
set_input_delay [expr $clk_period * $clk_io_pct] -clock clk0 $non_clock_inputs
set_output_delay [expr $clk_period * $clk_io_pct] -clock clk0 [all_outputs]
==> Slide: Implementation Results <==
Implementation Results

Global route
  – GRT overflow: 0
  – Vias in the first global route: 228
  – Largest net degree at the start of global routing: 5
  – Initial antenna violation count: 0
  – Total GRT Usage: 2.447%
  – First-pass GRT wire length: 1207 um

Synth
  – Seq/Total Area, Yosys: 0%
  – Chip Area, Yosys: 75.07 um2
  – Syn Std Cell Area: 75.07 um2
  – Mapped Cells: 12
  – Mean Syn Cell Area: 6.256 um2
  – Cells in synth_stat.txt: 12
  – Yosys warnings: 1
  – Post-synthesis cell type count: 2

Worst setup path
  – Critical Path AT: 0.91 ns
  – CP Buf/Inv Count: 2
  – CP required: 0.96 ns
  – Worst Setup End Kind: output port
  – Worst path cell trace: dlygate4sd2_1 > a22oi_1 > nand2_1 > buf_2
  – Delay-heaviest family, CP: buffers and inverters
  – Worst setup SP type: input pin
  – Slowest cell on crit path: dlygate4sd2_1
  – Crit path max fanout: 4
  – WS Path Type: input pin to output port
  – Crit. Startpoint: Col[2]
  – Max incr delay on CP: 0.28 ns

Placement
  – Placer Congestion: 0.8125
  – Post-place setup slack: -0.5035 ns
  – Post-DP Area: 372.9 um2
  – Placed insts: 82
  – PortBufs: 24

Power
  – VDD IR-drop max: 18.55 uV
  – Final Power: 0.00008398 W
  – Pwr dens: 245.0 nW/um2
  – Lkg Pwr: 0.1505 nW

Final timing
  – RSZ-0062 raised after global routing: no
  – Slew @ Worst Pin: 0.1751 ns
  – Max Freq: 869.0 MHz
  – Max Slew Vio Count: 0
  – Final setup viols: 0
  – Setup TNS: 0 ns
  – Worst setup margin: 0.04921 ns
  – Tcrit/Tclk final: 95.90%
  – Max-Slew Margin vs Limit: 88.33%
  – Hold Vio Cnt, Final: 0
  – Final min period: 1.151 ns

Finish
  – Layout cell share with drive strength beyond 1: 19.44%
  – Post-route cell area: 342.8 um2
  – Most common library cell in the layout ignoring fill and taps: dlygate4sd2_1
  – Layout Cells excl Fill: 82
  – Clock buf count: 0
  – Top Layout Cells: dlygate4sd2_1, a22oi_1, nand2_1, buf_2, a22oi_2
  – Synth-to-Final Area Change: 356.7%
  – Storage element area: 0 um2
  – Flip-flops: 0

Worst hold path
  – Worst hold stages: 4
  – Hold Path End: Row[3]
  – Hold_sp: Key[13]
  – Hold/Removal Path Class: input pin to output port

Clocking
  – Setup Buffers After CTS: 0
  – Post-CTS Hold Fix Bufs: 0

Route
  – TritonRoute pass-1 iters: 2
  – Antenna Nets Post-Route: 0
  – DRT iter0 DRCs: 3
  – Final WL: 848 um
  – DR vias: 204
  – DRC violations left: 0
  – Antenna cells: 0
  – Vias per std cell: 2.488
  – Routed len/inst: 10.34 um

Job
  – Tool Warnings: 32
  – Max_cap viols: 0

Floorplan
  – FP Rows: 21
  – Core Region: 3416 um2
  – Ports: 24
  – Die area: 6400 um2
  – Die W: 80 um
  – Die H: 80 um
  – Fp util: 2.198%

Status
  – Status: complete, no violations
==> what timing repair did <==
item,CTS,global route
pin swaps,11,2
resized,35,0
endpoints found under the setup margin,4,3
==> worst max-delay path by stage <==
| stage | endpoint | slack, ns | cells past startpoint |
|---|---|---|---|
| 4_1_cts | Row[0] | 0.03 | 4 |
| 5_1_grt | Row[1] | 0.007 | 4 |
| 6_report | Row[0] | 0.05 | 4 |
==> layer usage <==
metal	GRT usage, %	part of all wire, %
met5	0	0
met2	4.494	48
met4	0	0
met1	2.769	37
met3	0.9091	14
==> kinds of logic (layout without fill, tap and decap cells) <==
family | Yosys count | in the layout | share of synthesized area (%)
compound gates | 8 | 8 | 80.00
buf+inv | 0 | 24 | 0
simple gates | 4 | 4 | 19.99
==> cell usage after synthesis (all sizes together) <==
cell	n	share of area (%)
a22oi	8	80
nand2	4	20
==> power breakdown <==
group,total (W),leakage [nW],internal [W],switching (W)
combinational,0.0000840,0.150,0.0000549,0.0000291
clock,0,0,0,0
sequential,0,0,0,0
total,0.0000840,0.150,0.0000549,0.0000291
==> per-stage QoR <==
stage          util [%]  hold slack [ns]
4_1_cts           10.04           0.8719
2_1_floorplan         -           0.5521
3_5_place_dp      10.92            1.495
5_1_grt           10.04           0.8947
3_3_place_gp      10.92            1.488
6_report          10.04           0.8648
==> cell type report <==
class | count | area (um2)
fillers | 412 | 3073
multi-input cells | 12 | 90.09
well taps | 46 | 57.56
repair buffers | 24 | 195.2
Power figures rest on the tool's default switching activity, not on a simulated workload.
